## ./config.mk

```make
export PLATFORM = sky130hd
export DESIGN_NAME = chu_gpo
export DESIGN_NICKNAME = chu_gpo
export VERILOG_FILES = /design/flow/design.v
export SDC_FILE = /design/flow/constraint.sdc
export NUM_CORES = 4
export LEC_CHECK = 1
export CORE_AREA = 10 10 70 70
export DIE_AREA = 0 0 80 80
export SYNTH_HDL_FRONTEND = slang
```

## ./constraint.sdc

```tcl
current_design chu_gpo

set clk_period 1.1
set clk_io_pct 0.2

create_clock -name clk0 -period $clk_period [get_ports {clk}]

set non_clock_inputs [all_inputs -no_clocks]
set_input_delay [expr $clk_period * $clk_io_pct] -clock clk0 $non_clock_inputs
set_output_delay [expr $clk_period * $clk_io_pct] -clock clk0 [all_outputs]
```

## ./design.v

```verilog
module chu_gpo
   #(parameter W = 8)   
   (
    input  logic clk,
    input  logic reset,
    input  logic cs,
    input  logic read,
    input  logic write,
    input  logic [4:0] addr,
    input  logic [31:0] wr_data,
    output logic [31:0] rd_data,
    output logic [W-1:0] dout
   );
   logic [W-1:0] buf_reg;
   logic wr_en;
   always_ff @(posedge clk, posedge reset)
      if (reset)
         buf_reg <= 0;
      else   
         if (wr_en)
            buf_reg <= wr_data[W-1:0];
   assign wr_en = cs && write;
   assign rd_data =  0;
   assign dout = buf_reg;
endmodule
```

## ./run.sh

```bash
#!/bin/bash
# OpenROAD 26Q1-2900-gdf79404cd8, Yosys 0.63+post, stock flow scripts
make -C /OpenROAD-flow-scripts/flow DESIGN_CONFIG=/design/flow/config.mk WORK_HOME=/design/flow/orfs finish
```

==> impl_metrics.yaml <==
# flow metrics
critical_path:
  crit_slowest_cell: "dfrtp_1"
  cp_max_fo: 2
  cp_num_buf_inv: 1
  critPathRequiredTime_ns: 0.88
  path_cells: "dlygate4sd2_1"
  critical_path_arrival_ns: 0.85
  worstSetupPathType: "flop to primary output"
  worstSetupEndpointType: "primary output"
  worst_setup_path_start_kind: "flop"
  max_stage_delay_ns: 0.37
  cp_top_family: "flip-flops"
grt:
  grt_busiest_layer: "met2"
  gr-usage-met1_pct: 3.71
  grt_usage_pct: 3.05
  use_met3_pct: 0.795
  grt_overflow: 0
  use_met2_pct: 5.06
  grt_pass1_vias: 381
  grt_pass1_wl_um: 1700
  grt_max_degree: 9
  grt_antenna_before_repair: 0
final_layout:
  fillers: 386
  area_delta_synth_final_pct: 27.4
  largest_reg_flops: 8
  finalNonFillerCells: 118
  drive_above_1_share_pct: 16.7
timing:
  final-setup-viol-count: 0
  max_freq_mhz: 933
  timing.final.crit_share_pct: 97.4
  setup_slack_ns: 0.0282
  slew_viol_final: 0
  finalClockSkew_ns: 0
  min_period_ns: 1.07
  hold_viol: 0
logic_synthesis:
  ff_type: "dfrtp_1"
  synth.ff_latch_count: 8
  synth_warnings: 0
  ys_seq_share_pct: 36.8
  syn_area_per_cell_um2: 10.7
  edf_count: 0
  syn_inst: 51
  ys_cells: 51
  yosysChipArea_um2: 544
  yosys-top-cells-count: "32 x buf_4, 8 x dfrtp_1, 8 x mux2_2"
  synthArstFlopShare_pct: 100
  yosys.area.top_type_share_pct: 44.1
  top_area_cell: "buf_4"
  synth_area_um2: 544
  yosysUniqueCellTypes: 6
  synth.most_common_cell: "buf_4"
  area_leaders: "buf_4 44%, dfrtp_1 37%, mux2_2 17%, nand2_2 1.1%, conb_1 0.69%"
cts:
  clock-sinks: 8
  tritoncts: "done"
  htree_levels: 1
  cts_made_buffers: 3
  post_cts_buffers: 0
  clkLatencyLatePin_ns: 0.24
  root_buffer: "clkbuf_4"
  postCtsHoldBufs: 0
  clockBufferDepth: 2
  cts.clk_slew.worst_paths_ns: 0.05
placed_design:
  hpwl_um: 1050
  pre_cts_ws_ns: -0.208
  place_inst: 115
  routabilityCongestion: 0.727
  numPortBuffers: 19
routing:
  route.detailed.drc: 0
  postRouteAntennaNets: 0
  num_antenna_cells: 0
  drt_wl_total_um: 1160
  drt_pass1_iterations: 2
  num_vias: 307
  drtIter0Drc: 14
  wl_per_cell_um: 9.85
  viasPerCell: 2.60
power_and_ir_drop:
  ir_drop_uv: 209
  power_density_nw_per_um2: 1050
  leakagePower_nw: 0.338
  power.total_mw: 0.727
flow_run:
  warning_count: 55
  cap_violations: 0
hold_path:
  hold_path.class: "input pin to async pin"
run_status:
  outcome: "finished, final reports clean"
floorplanning:
  die_area_um2: 6400
  initial_core_util_pct: 15.9
  die_height_um: 80
  ioPinCount: 82
  die_w_um: 80
  fp-row-count: 21
  core_area_um2: 3420
==> power breakdown <==
part	switching (mW)	internal [mW]
logic	0.0402	0.118
clock network	0.0868	0.124
registers	0.0195	0.338
==> per-layer routing <==
layer,vias to the layer above,share of wire (%)
met1,135,40
li1,141,-
met5,-,0
met2,29,47
met4,0,1.8
met3,2,11
==> cell type report <==
cell class                      instances  area [µm²]  share of cell area, %
Clock buffer                            3        22.5                   3.25
Inverter                                1        3.75                  0.542
Tap cell                               46        57.6                   8.30
Timing Repair Buffer                   19         188                   27.1
Multi-Input combinational cell         41         221                   31.9
Sequential cell                         8         200                   28.9
==> path summary, 6_finish.rpt <==
kind	slack, ns	from	to	depth (start not counted)
setup / recovery	0.03	dout[2]$_DFFE_PP0P_	dout[2]	1
hold / removal	0.22	reset	dout[3]$_DFFE_PP0P_	2
setup reg to reg	0.35	dout[7]$_DFFE_PP0P_	dout[7]$_DFFE_PP0P_	1
hold reg to reg	0.50	dout[1]$_DFFE_PP0P_	dout[1]$_DFFE_PP0P_	1
max in group asynchronous	0.65	reset	dout[5]$_DFFE_PP0P_	2
min in group clk0	0.50	dout[1]$_DFFE_PP0P_	dout[1]$_DFFE_PP0P_	1
==> per-stage QoR <==
step | instance area [µm²] | hold WS [ns] | setup TNS [ns] | util [%]
6_report | 693 | 0.218 | 0 | 20.3
5_1_grt | 693 | 0.246 | -0.00490 | 20.3
4_1_cts | 681 | 0.231 | 0 | 19.9
3_5_place_dp | 668 | 0.487 | -1.63 | 19.6
3_3_place_gp | 668 | 0.483 | -1.50 | 19.6
2_1_floorplan | 661 | 0.0357 | 0 | -
==> what timing repair did <==
item	in CTS	in global routing
setup endpoints to repair	8	7
pin swaps	0	0
resized	8	7
gates cloned	0	0
endpoints found under the hold margin	0	0
==> cell families (layout without fill, tap and decap cells) <==
logic type    after synthesis  in the layout  share of synthesized area [%]
simple gates                1              1                           1.15
mux                         8              8                           16.6
buf+inv                    33             23                           44.8
flops                       8              8                           36.8
other cells                 1             32                          0.689
==> layout by cell type, fill, tap and decap left out, drive strengths merged <==
cell	instances
mux2	8
conb	32
clkdlybuf4s15	6
clkbuf	3
dlygate4sd2	2
inv	1
clkdlybuf4s50	11
nand2	1
dfrtp	8
Power and IR drop assume default switching activity.
